==> design.v <==
module input_buffer(
    output reg  [127:0] Q,
    input  wire         CLK,
    input  wire         CEN,
    input  wire         WEN,
    input  wire [4:0]   A,
    input  wire         RESET,
    input  wire [127:0] D,
    input  wire         RETN
    );
integer i;
integer j;
parameter num = 32;
reg [127:0] mem [31:0];
always @(posedge CLK)
begin
    if(~RESET)begin
        for (i = 0; i < num; i = i + 1)
				mem[i] <= 128'b0;
	end
    else if(~WEN & RETN) begin
        Q <= 128'd0;
        for (i=0;i<16;i = i+1)begin
            for(j = 8*i;j<8*i+8;j = j+1)begin
                mem[i+A][j] <= D[j];
            end
        end
    end else if(~CEN & RETN) begin
        Q <= mem[A];
    end else begin
        Q <= 128'd0;
    end
end
endmodule
==> run.sh <==
#!/bin/bash
# OpenROAD 26Q1-2900-gdf79404cd8, Yosys 0.63+post, stock flow scripts
make -C /OpenROAD-flow-scripts/flow DESIGN_CONFIG=/design/flow/config.mk WORK_HOME=/design/flow/orfs finish
==> config.mk <==
export PLATFORM = sky130hd
export DESIGN_NAME = input_buffer
export DESIGN_NICKNAME = input_buffer
export VERILOG_FILES = /design/flow/design.v
export SDC_FILE = /design/flow/constraint.sdc
export NUM_CORES = 4
export LEC_CHECK = 1
export CORE_UTILIZATION = 50
==> constraint.sdc <==
current_design input_buffer

set clk_period 108.0
set clk_io_pct 0.2

create_clock -name clk0 -period $clk_period [get_ports {CLK}]

set non_clock_inputs [all_inputs -no_clocks]
set_input_delay [expr $clk_period * $clk_io_pct] -clock clk0 $non_clock_inputs
set_output_delay [expr $clk_period * $clk_io_pct] -clock clk0 [all_outputs]
==> flow_metrics.env <==
# flow metrics
export IMPL_grt_overflow=0
export IMPL_fin_area_sq_mm=0.217
export IMPL_cts_buffer_depth=4
export IMPL_die_h_microns=625
export IMPL_chipArea_sq_mm=0.391
export IMPL_clock_sinks=4224
export IMPL_grt_start_max_net_pins=145
export IMPL_yosys_warnings=1
export IMPL_insertion_delay_ps=990
export IMPL_finalSetupViolCount=0
export IMPL_worst_path_max_fanout=79
export IMPL_synthAoiAreaFrac_pct=4.41
export IMPL_critical_path_arrival_ps=27380
export IMPL_cts_resized=0
export IMPL_dpl_hpwl_microns=345000
export IMPL_finalHoldViolations=0
export IMPL_tritoncts="yes"
export IMPL_tns_ps=0
export IMPL_ctsHoldBuffers=0
export IMPL_syn_inst=14400
export IMPL_dr_pass1_iters=6
export IMPL_synthesis_area_sq_mm=0.194
export IMPL_cts_clk_slew_worst_paths_ps=60
export IMPL_wl_per_cell_microns=27.6
export IMPL_ys_cells=14400
export IMPL_area_growth_pct=11.7
export IMPL_startpoint_type="input port"
export IMPL_async_reset_ff_share_pct=0
export IMPL_cts_made_buffers=450
export IMPL_clock_skew_ps=36.0
export IMPL_ys_flops=4224
export IMPL_track_usage_pct=31.0
export IMPL_synthTopCellsByArea="edfxtp_1 65%, mux2i_1 11%, and2_1 9.2%"
export IMPL_rows=228
export IMPL_status="completed"
export IMPL_muxShareOfSynthArea_pct=10.6
export IMPL_regArea_sq_mm=0.127
export IMPL_syn_mean_instance_area_sq_um=13.5
export IMPL_antenna_found_initial=21
export IMPL_routed_wl_microns=551000
export IMPL_xor_share_pct=0.209
export IMPL_grt_pass1_vias=119000
export IMPL_fin_crit_sh_pct=24.7
export IMPL_drc_errors=0
export IMPL_vias_per_cell=5.80
export IMPL_pin_count=266
export IMPL_min_path_type="flop to flop"
export IMPL_p_total_mw=3.67
export IMPL_dpl_cell_area_sq_mm=0.203
export IMPL_reg2reg_depth=4
export IMPL_vias=116000
export IMPL_numPortBuffers=265
export IMPL_yosys_stat_area_sq_mm=0.194
export IMPL_p_leak_nw=83.8
export IMPL_max_cap_viol_count=0
export IMPL_netlist_area_leader_share_pct=65.3
export IMPL_period_minus_slack_ps=26690
export IMPL_relSlewSlack_pct=29.8
export IMPL_top_logic_kind="simple AND/OR/NAND/NOR gates"
export IMPL_worstSetupPathType="input port to flop"
export IMPL_worst_slew_pin_slew_ps=1050
export IMPL_ys_seq_share_pct=65.3
export IMPL_slew_violations=0
export IMPL_end_kind="flop"
export IMPL_ys_sh_simple_pct=16.6
export IMPL_top_area_cell="edfxtp_1"
export IMPL_htree_levels=5
export IMPL_drive_above_1_share_pct=9.92
export IMPL_ant_nets=0
export IMPL_core_sq_mm=0.386
export IMPL_ir_worst_vdd_v=0.0000140
export IMPL_cts_root_buf="clkbuf_16"
export IMPL_cp_required_ps=108680
export IMPL_logic_area_sq_mm=0.0623
export IMPL_die_w_microns=625
export IMPL_rsz0062_at_grt="no"
export IMPL_edf_count=4224
export IMPL_whs_path_depth=4
export IMPL_ys_flop_type="edfxtp_1"
export IMPL_warnings=42
export IMPL_synth_adder_area_share_pct=0.0644
export IMPL_p_per_area_mw_per_mm2=16.9
export IMPL_dr_first_iter_drc_count=7749
export IMPL_place_gp_congestion=0.897
export IMPL_grt_pass1_wl_microns=802000
export IMPL_fp_util_pct=50.3
export IMPL_post_cts_buffers=0
export IMPL_ys_types=65
export IMPL_num_fill_cells=29400
export IMPL_fmax_ghz=0.0375
-- registers in the layout, indices dropped and copies added, names as in the netlist --
register,flops
mem,4096
Q,128
-- path summary, 6_finish.rpt --
kind	start	end	slack [ps]
worst max-delay path	A[0]	Q[52]	81310
worst min-delay path	mem[8][28]	Q[28]	800
worst max register to register	mem[17][91]	Q[91]	105640
worst min register to register	mem[8][28]	Q[28]	800
-- per-layer routing --
metal	up-vias	track usage (%)	share of wire [%]
met5	-	1.05	0.084
met4	32	9.04	3.7
met3	925	18.0	14
met2	5254	44.6	46
met1	56200	42.8	36
li1	53300	-	-
-- where the power goes --
part           leakage [nW]  switching [mW]  internal (mW)  total, mW
registers              40.3          0.0248           1.89       1.91
logic                  36.7           0.190         0.0789      0.269
clock network          6.88           0.631          0.861       1.49
-- cell type report --
class,instances,share of cell area (%)
sequential,4224,58.4
clock inverter,268,1.10
antenna,12,0.0138
inverter,6,0.0104
tap,5175,2.98
multi-input combinational,8850,28.7
clock buffer,549,5.41
timing repair buffer,873,3.37
-- metrics by stage --
stage | setup slack [ps] | util, % | hold slack (ps) | instances
floorplan | 83180 | - | 717 | 14400
global placement | 80440 | 52.5 | 780 | 19100
detailed placement | 80370 | 52.5 | 785 | 19100
CTS | 81430 | 56.2 | 802 | 19900
global route | 80980 | 56.2 | 837 | 20000
finish | 81310 | 56.2 | 800 | 20000
-- synth_stat cells, drive strengths merged (8+ instances only) --
master  instances
and2         2855
buf           384
nor4          126
nand2         347
nor3          132
clkbuf        945
edfxtp       4224
ha             10
or3             8
nand3          11
a31oi         131
nand2b        134
o22ai        1028
and3         1261
xnor2          25
o21ai         218
mux2i        2048
nor2          470
-- worst max-delay path, stage by stage --
cell and delay, ps:
buf_16 360, buf_4 640, buf_4 690, buf_4 680
buf_4 710, buf_4 610, buf_4 680, mux2i_1 270
o22ai_1 90, nor4_1 570, a31oi_1 150
-- logic make-up (layout without fill, tap and decap cells) --
group,count (synthesis),after routing
xor+xnor,30,30
simple gates,5363,5363
flops,4224,4224
compound gates,1399,1399
other cells,0,12
fa+ha+maj,10,10
buf+inv,1335,1696
mux,2048,2048
-- layout by cell type (no fill, tap or decap), types with 16 or more instances in the layout --
| cell | Yosys | layout |
|---|---|---|
| edfxtp_1 | 4224 | 4224 |
| nor3_4 | 28 | 29 |
| nor3_1 | 25 | 18 |
| nand2b_1 | 134 | 134 |
| clkbuf_16 | 0 | 455 |
| a31oi_1 | 129 | 129 |
| bufinv_16 | 0 | 39 |
| and3_1 | 1261 | 1258 |
| clkdlybuf4s50_1 | 0 | 259 |
| nor2_2 | 14 | 26 |
| nand2_1 | 338 | 336 |
| mux2i_1 | 2048 | 2048 |
| o21ai_0 | 212 | 186 |
| clkinv_2 | 0 | 77 |
| buf_4 | 53 | 601 |
| clkbuf_1 | 945 | 94 |
| nor2_1 | 455 | 428 |
| and2_1 | 2853 | 2852 |
| nor4_1 | 126 | 126 |
| o21ai_1 | 4 | 17 |
| o22ai_1 | 1028 | 1028 |
| clkinv_1 | 1 | 115 |
| nor2_4 | 1 | 16 |
| nor3_2 | 79 | 85 |
Power is estimated from default activity; no workload was simulated.
