`./config.mk`:
```
export PLATFORM = sky130hd
export DESIGN_NAME = output_buffer
export DESIGN_NICKNAME = output_buffer
export VERILOG_FILES = /design/flow/design.v
export SDC_FILE = /design/flow/constraint.sdc
export NUM_CORES = 4
export LEC_CHECK = 1
export CORE_UTILIZATION = 40
```
`./constraint.sdc`:
```
current_design output_buffer

set clk_period 57.3
set clk_io_pct 0.2

create_clock -name clk0 -period $clk_period [get_ports {CLK}]

set non_clock_inputs [all_inputs -no_clocks]
set_input_delay [expr $clk_period * $clk_io_pct] -clock clk0 $non_clock_inputs
set_output_delay [expr $clk_period * $clk_io_pct] -clock clk0 [all_outputs]
```
`./design.v`:
```
module output_buffer(
    output reg  [127:0] Q,
    input  wire         CLK,
    input  wire         CEN,
    input  wire         WEN,
    input  wire [12:0]  A,
    input  wire [255:0] D,
    input  wire         RETN
    );
integer i;
integer j;
reg [127:0] mem [31:0];
always @(posedge CLK)
begin
    if(~WEN & RETN) begin
        Q <= 128'd0;
        for (i=0;i<16;i = i+1)begin
            for(j = 16*i+8;j<16*i+16;j = j+1)begin
                mem[A-i][j-8*(i+1)] <= D[j];
            end
        end
    end else if(~CEN & RETN) begin
        Q <= mem[A];
    end else begin
        Q <= 128'd0;
    end
end
endmodule
```
`./run.sh`:
```
#!/bin/bash
# OpenROAD 26Q1-2900-gdf79404cd8, Yosys 0.63+post, stock flow scripts
make -C /OpenROAD-flow-scripts/flow DESIGN_CONFIG=/design/flow/config.mk WORK_HOME=/design/flow/orfs finish
```
==> reports/qor.yml <==
setup.worst_path.class: "input port to flip-flop"
grt_remaining_overflow: 0
numSynthFlops: 4224
vias: 83456
drtIter0Drc: 4844
status: "finished, final reports clean"
yosys_warnings: 1
rows: 232
initial_core_util_pct: 40.3
p_leak_nw: 63.2
clk_latency_ps: 980
io_buffers: 264
antenna_found_initial: 5
clkTransAtPathRegs_ps: 60
slowest_delay_ps: 780
synth_chip_area_um2: 161000
synth_area_um2: 161000
hold_violations: 0
placed_area_um2: 172000
slowest_stage: "buf_4"
die_area_um2: 405000
grt_pass1_wl_um: 570000
cp_data_required_time_ps: 58080
grt_usage_pct: 20.9
dp_slack_ps: 39570
core-area_um2: 400000
openroad.warnings: 170
clock_tree.root_cell: "clkbuf_16"
final_util_pct: 46.5
rsz0062_at_grt: "no"
critPathCaptureType: "flip-flop"
crit_buf_inv: 7
cts_buffer_depth: 4
max_slew_margin_pct: 27.7
place.gp.congestion: 0.869
cts_buffers: 423
ff_type: "edfxtp_1"
crit_path_max_fanout: 98
h-tree-depth: 5
ir_drop_uv: 26.9
die_x_um: 637
first_global_vias: 89050
worst_setup_path_start_kind: "input port"
cts_resized: 0
yosysUniqueCellTypes: 46
maxSlewViolCount: 0
cts_sinks: 4224
post_cts_buffers: 0
drc: 0
fin_worst_skew_ps: 36.8
finalSetupViolations: 0
hold_class: "flip-flop to flip-flop"
worstPathArrival_ps: 17550
ys_cells: 9082
max_freq_mhz: 59.6
p_total_mw: 6.42
finalWorstSetupSlack_ps: 40530
drtAntennaViolNets: 0
wl_um: 390000
cellPowerDensity_nw_per_um2: 34.6
postLayoutCellArea_um2: 186000
area.growth.synth_to_final_pct: 15.3
avgViaCountPerCell: 5.43
crit_path_cell_trace: "buf_16 > buf_4 > buf_4 > buf_4 > buf_4 > buf_4 > buf_4 > mux2i_1 > o22ai_1 > nor2_1 > a31oi_1"
edf_count: 4096
crit_path_frequent_cell: "buf_4"
fin_crit_sh_pct: 29.3
worst_pin_slew_ps: 1070
synthCells: 9082
place_hpwl_um: 244000
drive_above_1_share_pct: 11.8
ys_seq_share_pct: 77.9
setup_tns_ps: 0
die_h_um: 637
grt_max_degree: 99
wl_per_cell_um: 25.4
pin_count: 401
critical_path.top_delay_family: "buffers and inverters"
cap_violations: 0
cts_tree: "done"
synth_area_per_cell_um2: 17.7
first_pass_iters: 7
post_cts_hold_buffer_count: 0
period_minus_slack_ps: 16770
synthArstFlopShare_pct: 0
[stage by stage]
step / hold WS, ps / instances
6_report: 681 / 15366
5_1_grt: 774 / 15363
4_1_cts: 679 / 15360
3_5_place_dp: 698 / 14582
3_3_place_gp: 717 / 14582
2_1_floorplan: 636 / 9082
[layout make-up]
cell class / instances / area [um^2]
fillers: 32673 / 214000
repair buffers: 801 / 6700
flip-flops and latches: 4224 / 126000
well taps: 5265 / 6590
diodes: 6 / 15.0
clock buffers: 535 / 11200
multi-input cells: 4288 / 33300
clock inverters: 243 / 2460
inverters: 4 / 15.0
[cells by family after synthesis]
kind of cell | count (synthesis) | synth area share, %
DFF | 4224 | 77.9
adders and majority gates | 10 | 0.0776
muxes | 2048 | 12.7
buffers and inverters | 570 | 1.62
and+or+nand+nor | 1002 | 2.83
AOI/OAI and AO/OA | 1196 | 4.65
xor gates and xnor gates | 32 | 0.179
[cell usage in the layout (no fill, tap or decap), drive strengths merged, types with 9 or more instances in the layout]
| master | Yosys | layout |
|---|---|---|
| a21oi | 10 | 10 |
| a31oi | 130 | 130 |
| buf | 343 | 542 |
| bufinv | 0 | 41 |
| clkbuf | 223 | 535 |
| clkdlybuf4s50 | 0 | 259 |
| clkinv | 0 | 173 |
| clkinvlp | 0 | 18 |
| dfxtp | 128 | 128 |
| edfxtp | 4096 | 4096 |
| ha | 10 | 10 |
| inv | 4 | 15 |
| mux2i | 2048 | 2048 |
| nand2 | 52 | 52 |
| nand2b | 9 | 9 |
| nand3 | 23 | 23 |
| nor2 | 545 | 545 |
| nor3 | 199 | 199 |
| nor4 | 130 | 130 |
| o21ai | 13 | 13 |
| o22ai | 1027 | 1027 |
| xnor2 | 16 | 16 |
| xor2 | 16 | 16 |
[sequential cells by signal (all words and copies together), names as in the netlist]
name	flops
Q	128
mem	4096
[path summary, 6_finish.rpt]
path / endpoint / cells after the start / slack, ps / from
max: Q[84] / 11 / 40530 / A[1]
min: Q[60] / 4 / 680 / mem[17][60]
max reg2reg: Q[46] / 4 / 55170 / mem[2][46]
min reg2reg: Q[60] / 4 / 680 / mem[17][60]
[cell usage after synthesis, types with 13 or more instances]
| master | count | area, um^2 |
|---|---|---|
| edfxtp_1 | 4096 | 123000 |
| mux2i_1 | 2048 | 20500 |
| o22ai_1 | 1027 | 6420 |
| nor2_1 | 545 | 2050 |
| buf_2 | 275 | 1380 |
| clkbuf_1 | 223 | 837 |
| nor3_1 | 199 | 996 |
| a31oi_1 | 130 | 813 |
| nor4_1 | 130 | 813 |
| dfxtp_1 | 128 | 2560 |
| nand2_1 | 52 | 195 |
| buf_1 | 49 | 184 |
| nand3_1 | 23 | 115 |
| xnor2_1 | 16 | 140 |
| xor2_1 | 15 | 131 |
| buf_6 | 13 | 146 |
[worst reg2reg max path, cell delays in order (launching register included)]
cell      delay, ps
edfxtp_1        360
mux2i_1         260
o22ai_1         130
nor4_1          940
a31oi_1         270
[per-layer routing]
layer	GRT usage (%)	wire length (um)
met1	25.2	133000
met2	31.3	183000
met3	14.5	60400
met4	5.32	12200
met5	0.638	332
[where the power goes]
group / switching [mW] / internal, mW
clock: 1.12 / 1.57
combinational: 0.208 / 0.0969
sequential: 0.00782 / 3.42
Power is estimated from default activity; no workload was simulated.
